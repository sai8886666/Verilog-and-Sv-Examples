### ./constraint.sdc
current_design apb_logi

set clk_period 7.7
set clk_io_pct 0.2

create_clock -name clk0 -period $clk_period [get_ports {pclk}]

set non_clock_inputs [all_inputs -no_clocks]
set_input_delay [expr $clk_period * $clk_io_pct] -clock clk0 $non_clock_inputs
set_output_delay [expr $clk_period * $clk_io_pct] -clock clk0 [all_outputs]
### ./run.sh
#!/bin/bash
# OpenROAD 26Q1-2900-gdf79404cd8, Yosys 0.63+post, stock flow scripts
make -C /OpenROAD-flow-scripts/flow DESIGN_CONFIG=/design/flow/config.mk WORK_HOME=/design/flow/orfs finish
### ./design.v
module apb_logi (input pclk,
                  input reset_n,
                  input [31:0]paddress,
                  input pwrite,
                  input pselx,
                  input penable,
                  input [31:0]pwdata,
                  output reg pslverr,                 
                  output reg pready,
                  output reg [31:0]prdata
                  );
reg [31:0]read_only;
reg [31:0]write_only;
reg [31:0]read_write;
reg [31:0]fixed_only=32'hAA;
reg psel1;
reg penable1;
reg [31:0]address1;
reg pwrite1;
reg [31:0]pwdata1;
always@(posedge pclk)
begin
   read_only<=write_only;
   psel1<=pselx;
   penable1<=penable;
   address1<=paddress;
   pwrite1<=pwrite;
   pwdata1<=pwdata;
end
always@(posedge pclk)
begin
   if(~reset_n)
      begin
      prdata<=0;
      pslverr<=0;
      pready<=0;
      read_only<=0;
      write_only<=0;
      read_write<=0;
      fixed_only=32'hAA;
      end
   else if(penable && pselx && ~penable1 && psel1 &&(pwdata==pwdata1) && (paddress==address1) && (pwrite==pwrite1))
    begin
           pslverr<=0;
           pready<=0;
           prdata<=0;    
           case(paddress)
               32'd0:     begin 
                              if(pwrite)
                                    begin
                                    pready<=1;
                                    pslverr<=0;
                                    end
                             else
                                    begin
                                    pready<=1;
                                    prdata<=read_only;
                                    end 
                            end
              32'd4:      begin
                                if(pwrite)
                                    begin
                                    pready<=1;
                                    read_write<=pwdata;
                                    end
                                else
                                    begin
                                   	pready<=1;
	                                prdata<=read_write;
                                    end
                         end
               32'd8:     begin
                                if(pwrite)
                                    begin
                                    pready<=1;
                                    write_only<=pwdata;
                                    end
                                else
                                    begin
                                    pready<=1; 
                                    pslverr<=1;
                                    prdata<=32'dx;
                                    end
                           end
             32'd12:      begin
                               if(pwrite)
                                    begin
                                    pready<=1;
                                    pslverr<=1;              
                                    end
                               else
                                    begin
                                    pready<=1;
                                    prdata<=fixed_only;
                                    end
                          end
             default:     begin
                                   if(pwrite)
                                    begin
                                    pready<=1;
                                    pslverr<=1;              
                                    end
                               else
                                    begin
                                    pready<=1;
                                    pslverr<=1;              
                                    prdata<=32'h40;
													                 end
                       end
              endcase
      end
  else if( penable && pselx && ~penable1 && psel1 && ((pwdata!=pwdata1) || (paddress!=address1) || (pwrite!=pwrite1)))
            begin
             pready<=1;
              pslverr<=1;
	    if(!pwrite1)
		prdata<=32'hx;
           end
   else if( penable && pselx && ~penable1 && ~psel1 )
            begin
             pready<=1;
              pslverr<=1;
		 if(!pwrite1)
		prdata<=32'hx;	  
           end
   else if( ~penable)
           begin
            pready<=0;
            pslverr<=0;
            prdata<=0;
          end
               else
                        begin
                        pready<=0;
                        pslverr<=0;
                        prdata<=0;
                        end               
end
endmodule
### ./config.mk
export PLATFORM = sky130hd
export DESIGN_NAME = apb_logi
export DESIGN_NICKNAME = apb_logi
export VERILOG_FILES = /design/flow/design.v
export SDC_FILE = /design/flow/constraint.sdc
export NUM_CORES = 4
export LEC_CHECK = 1
export CORE_UTILIZATION = 30
==> impl_metrics.tcl <==
# place-and-route summary
set metrics [dict create \
    fp.dieH_um 131 \
    wire_per_inst_um 16.8 \
    reg2reg_slack_ns 5.14 \
    ys.flop_type "dfxtp_1" \
    yosys.stat.seqShare 0.536 \
    stdcell_count 849 \
    tool_warnings 25 \
    mux_share 0.0101 \
    die_area_sq_um 17100 \
    stdcell_area_sq_um 6770 \
    r2r_cells 8 \
    power_density_nw_per_um2 239 \
    netlist_instances 524 \
    hold_viol_final 0 \
    reg2reg_to "prdata[16]" \
    syn_avg_cell_area_sq_um 9.49 \
    cts_root_buffer "clkbuf_16" \
    worstMarginPinSlew_ns 0.606 \
    grt_max_degree 60 \
    min_period_over_period 0.513 \
    path_clk_slew_ns 0.05 \
    route.detailed.drc 0 \
    via_per_inst 4.80 \
    placed_area_sq_um 6190 \
    cts_tree "built" \
    rsz0062_at_grt "no" \
    reg2reg_from "address1[22]" \
    synth_flops 133 \
    rows 46 \
    ys_sh_aoi 0.0821 \
    cts_buffers 17 \
    leakagePower_nw 2.33 \
    core_area_sq_um 16100 \
    drt_iter0_drc 244 \
    antenna_found_initial 0 \
    dieWidth_um 131 \
    yosysWarnings 65 \
    antenna-diode-count 0 \
    critPathKind "primary input to flop" \
    post-layout-total-power_mw 1.62 \
    routed_wl_um 14200 \
    yosys_cells 524 \
    ant_nets 0 \
    tns_ns 0 \
    clk_latency_ns 0.41 \
    holdPathEnd "prdata[19]" \
    topCombFamilyByArea "simple AND/OR/NAND/NOR gates" \
    drive_gt1_frac 0.0711 \
    post-place-ws_ns 3.33 \
    cts_setup_buffers 0 \
    ys_area_sq_um 4970 \
    cts_buffer_depth 2 \
    hpwlAfterDp_um 10100 \
    drv_slew 0 \
    grt_util_all_layers 0.174 \
    dr.pass1.iters 5 \
    yosysTopAreaCell "dfxtp_1" \
    mappedNetlistArea_sq_um 4970 \
    ctsResizeCount 0 \
    place_congestion 0.866 \
    worst_slack_ns 3.75 \
    async_flop_share 0 \
    grt_pass1_wl_um 21600 \
    setup-violations-final 0 \
    vias 4074 \
    fin_crit_ns 3.95 \
    status "finished, final reports clean" \
    edf_count 0 \
    hold_start "prdata[19]" \
    mostFrequentLayoutCells "dfxtp_1 (133), clkdlybuf4s50_1 (102), nand2_1 (100)" \
    topCellsByArea "dfxtp_1 (54%), xor2_1 (9.2%), nand2_1 (7.6%), o211ai_1 (4.8%), nand4_1 (4.8%)" \
    cts.sink_count 133 \
    fp_util 0.310 \
    ys_sh_simple 0.224 \
    hold_path_class "flop to flop" \
    finClkSkew_ns 0.0103 \
    relSlewSlack 0.596 \
    cts_hold_buf 0 \
    path_max_fanout 33 \
    area_delta_synth_final_pct 36.2 \
    fmax_mhz 253 \
    post-route-util 0.422 \
    ir_drop_uv 144 \
    dp_cells 817 \
    grt_pass1_vias 3842 \
    start_kind "primary input" \
    n_fill_cell 1483 \
    top_area_frac 0.536 \
    htree_levels 4 \
    ioPinCount 103 \
    xor_share 0.116 \
    io_buffer_count 102 \
    lay_top_count "dfxtp_1" \
    endpoint_kind "flop" \
    holdWs_ns 0.460 \
    worstPathRequired_ns 7.98 \
    worstPathArrival_ns 4.23 \
    drv_cap 0 \
    hold_path_depth 2 \
    yosysUniqueCellTypes 27 \
    grt_overflow_total 0 \
    fa_ha_area_frac 0 \
]
-- flip-flops by register name (all words and copies together), names as in the netlist --
register and cells:
read_write 32, pslverr 1, pwdata1 32, pready 1
prdata 32, psel1 1, penable1 1, pwrite1 1
address1 32
-- worst max-delay path by stage --
stage / startpoint / end / slack [ns] / depth (start not counted)
final: pwrite / prdata[16] / 3.75 / 9
after global routing: pwrite / prdata[27] / 3.53 / 9
after CTS: pwrite / prdata[6] / 3.74 / 9
-- cell families (layout without fill, tap and decap cells) --
logic type	Yosys count	in the layout
AND/OR/NAND/NOR	219	219
AND-OR/OR-AND	65	65
flip-flops	133	133
buffers and inverters	36	145
multiplexers	5	5
XOR/XNOR	66	66
-- layer usage --
metal | track usage | up-vias | wire, um
met5 | 0 | - | 0
met4 | 0.0149 | 0 | 102
met3 | 0.0386 | 7 | 854
met2 | 0.251 | 119 | 6120
met1 | 0.280 | 1904 | 7170
li1 | - | 2044 | -
-- layout make-up --
class,instances,area (sq um),area share
sequential,133,2660,0.393
multi-input combinational,355,2160,0.319
timing repair buffer,111,1090,0.161
clock buffer,17,425,0.0628
tap,216,270,0.0399
clock inverter,15,156,0.0231
inverter,2,7.51,0.00111
-- synth_stat cells (all sizes together) (5+ instances only) --
master / instances
nand3: 33
mux2i: 5
dfxtp: 133
buf: 14
nand2: 100
nor4: 34
o211ai: 32
clkbuf: 20
nand4: 38
xor2: 52
xnor2: 14
o21ai: 31
-- critical path: stages --
cell             delay (ns)
clkdlybuf4s50_1        0.53
xor2_1                 0.24
nor4_1                 0.33
nand4_1                0.20
nor4_4                 0.32
buf_4                  0.37
and2_1                 0.21
buf_4                  0.31
o21ai_0                0.15
-- report_power, final --
part | switching, mW | internal, mW | total [mW]
combinational | 0.0598 | 0.0527 | 0.112
clock | 0.313 | 0.477 | 0.791
sequential | 0.00740 | 0.707 | 0.715
total | 0.380 | 1.24 | 1.62
